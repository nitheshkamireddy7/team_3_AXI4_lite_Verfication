<file path="flow/run.sh">
#!/bin/bash
# OpenROAD 26Q1-2900-gdf79404cd8, Yosys 0.63+post, stock flow scripts
make -C /OpenROAD-flow-scripts/flow DESIGN_CONFIG=/design/flow/config.mk WORK_HOME=/design/flow/orfs finish
</file>
<file path="flow/config.mk">
export PLATFORM = sky130hd
export DESIGN_NAME = axi_lite_slave
export DESIGN_NICKNAME = axi_lite_slave
export VERILOG_FILES = /design/flow/design.v
export SDC_FILE = /design/flow/constraint.sdc
export NUM_CORES = 4
export LEC_CHECK = 1
export CORE_UTILIZATION = 30
export SYNTH_HDL_FRONTEND = slang
</file>
<file path="flow/constraint.sdc">
current_design axi_lite_slave

set clk_period 4.4
set clk_io_pct 0.2

create_clock -name clk0 -period $clk_period [get_ports {ACLK}]

set non_clock_inputs [all_inputs -no_clocks]
set_input_delay [expr $clk_period * $clk_io_pct] -clock clk0 $non_clock_inputs
set_output_delay [expr $clk_period * $clk_io_pct] -clock clk0 [all_outputs]
</file>
<file path="flow/design.v">
interface axi_if (input logic ACLK, input logic ARESETn);
  logic [3:0] AWADDR;
  logic                  AWVALID;
  logic                  AWREADY;
  logic [31:0] WDATA;
  logic [3:0] WSTRB;
  logic                  WVALID;
  logic                  WREADY;
  logic                  BVALID;
  logic                  BREADY;
  logic [3:0] ARADDR;
  logic                  ARVALID;
  logic                  ARREADY;
  logic [31:0] RDATA;
  logic                  RVALID;
  logic                  RREADY;
  modport DUT (input ACLK, input ARESETn,
               input AWADDR, input AWVALID, output AWREADY,
               input WDATA, input WSTRB, input WVALID, output WREADY,
               output BVALID, input BREADY,
               input ARADDR, input ARVALID, output ARREADY,
               output RDATA, output RVALID, input RREADY);
  modport TB (input ACLK, input ARESETn,
              output AWADDR, output AWVALID, input AWREADY,
              output WDATA, output WSTRB, output WVALID, input WREADY,
              input BVALID, output BREADY,
              output ARADDR, output ARVALID, input ARREADY,
              input RDATA, input RVALID,output RREADY);
endinterface
module axi_lite_slave #(
    parameter ADDR_WIDTH = 4,
    parameter DATA_WIDTH = 32
)(
    input  logic                    ACLK,
    input  logic                    ARESETn,
    input  logic [ADDR_WIDTH-1:0]   AWADDR,
    input  logic                    AWVALID,
    output logic                    AWREADY,
    input  logic [DATA_WIDTH-1:0]   WDATA,
    input  logic [(DATA_WIDTH/8)-1:0] WSTRB,
    input  logic                    WVALID,
    output logic                    WREADY,
    output logic                    BVALID,
    input  logic                    BREADY,
    input  logic [ADDR_WIDTH-1:0]   ARADDR,
    input  logic                    ARVALID,
    output logic                    ARREADY,
    output logic [DATA_WIDTH-1:0]   RDATA,
    output logic                    RVALID,
    input  logic                    RREADY
);
  logic [DATA_WIDTH-1:0] reg_file [0:3];
  logic [ADDR_WIDTH-1:0] awaddr_latched;
  always_ff @(posedge ACLK or negedge ARESETn) begin
    if (!ARESETn) begin
      AWREADY <= 0;
      WREADY  <= 0;
      BVALID  <= 0;
    end else begin
      if (!AWREADY && AWVALID)
        AWREADY <= 1;
      if (!WREADY && WVALID)
        WREADY <= 1;
      if (AWVALID && AWREADY && WVALID && WREADY) begin
        AWREADY <= 0;
        WREADY  <= 0;
        awaddr_latched = AWADDR;
        for (int i = 0; i < 4; i++) begin
          if (WSTRB[i]) begin
            reg_file[awaddr_latched[3:2]][8*i +: 8] <= WDATA[8*i +: 8];
          end
        end
        BVALID <= 1;  
      end
      if (BVALID && BREADY)
        BVALID <= 0;
    end
  end
  always_ff @(posedge ACLK or negedge ARESETn) begin
    if (!ARESETn) begin
      ARREADY <= 0;
      RVALID  <= 0;
      RDATA   <= 0;
    end else begin
      if (!ARREADY && ARVALID)
        ARREADY <= 1;
      if (ARVALID && ARREADY) begin
        ARREADY <= 0;
        RDATA   <= reg_file[ARADDR[3:2]];
        RVALID  <= 1;
      end
      if (RVALID && RREADY)
        RVALID <= 0;
    end
  end
endmodule
</file>
==> summary.txt <==
fresh numbers from the pnr run: Port Buf Inserts=roughly 83, cell row count=approximately 52, Gate Count Post-Synth=about 280, global-route wire length before repair=between 15000 and 20000 um, HP Class=reg2reg, endpoint class of the critical path=flop, CTS root buf=clkbuf_16, CP Data Arrival Time=about 2.8 ns, # hold bufs at CTS=0, final-report hold violation count=0, CTS tree=yes, area grow syn2layout=30.24%, Slew @ Worst Pin=0.7225 ns, # DRC=0, Power Density=510.8 nW/um2, final setup vio count=0, Max Clock Freq=a little over 400 MHz, clk sinks=about 170, ys cells=275, worst setup margin=between 1.5 and 2 ns, Tmin final=around 2.5 ns, largest net degree at the start of global routing=38, die area=around 22000 um2, Seq. cell area=between 4000 and 5000 um2, status=finished, final reports clean, Fin Clk Skew=approximately 0.0065 ns, clk latency of the worst-skew pair=0.41 ns, Final Slew Violations=0, Setup Buffers After CTS=0, count of tool warnings=29, synthesis area per yosys=about 6300 um2, I/O pins=88, CTS Buf Count=17, vias in the first global route=3238, RSZ-0062 raised after global routing=false, logic area=between 1000 and 1500 um2, fp_density=0.3084, Synth warnings=0, critical path class=in2reg, final setup TNS=0 ns, antenna viol nets, final=0, Clock transition at path regs=0.06 ns, vias per cell=between 4 and 5, Core ar.=20360 um2, crit path max fanout=20, initial antenna violation count=0, syn avg cell area=~23 um2, grt ovf=0, Placed Cells=about 640, Seq share, synth=0.7594, Netlist Area Pre-Place=approximately 6300 um2, dpl ws=1.455 ns, Leak=2.821 nW, Layout Cells excl Fill=around 670, Die W=146.7 um, crit share post-route=0.5638, Peak VDD IR=about 0.19 mV, crit path DRT=4.69 ns, Detailed Route Iter0 Violations=143, Cell Type Count=21, Via Count=2956, GRT Overall Usage=0.1206, total power=approximately 4.2 mW, diodes inserted=0, htree depth=4, Slew HR=0.5184, Layout fillers=1772, TritonRoute pass-1 iters=6, chip height=between 100 and 150 um, share of layout cells above drive strength 1=0.3241, max cap viols=0, Final GP Congestion=between 0.7 and 0.8, Total Routed Length=11570 um, Startpoint Class=primary input, CTS resizes=0, CTS Buffer Depth=2, post-DP HPWL=about 7400 um, flop and latch count out of synthesis=~170, DR WL/cell=around 17 um
## layout by cell type, fill, tap and decap left out, types with 5 or more instances in the layout
cell type        Yosys  layout
buf_4                0      21
nor4_2               0      13
edfxtp_1           128     128
clkbuf_16            0      17
dfrtp_1             37      37
clkdlybuf4s50_1      0      81
inv_1                5       5
mux4_2              30      30
mux2_4              30      30
## report_power, final
group          switching, mW  leakage [nW]  total (mW)  internal (mW)
registers              0.102          1.58        1.96           1.85
clock network          0.565         0.291        1.49          0.927
logic                  0.173         0.945       0.731          0.558
total                  0.840          2.82        4.18           3.34
## metal layers
| layer | share of wire | track usage |
|---|---|---|
| met2 | 0.50 | 0.1917 |
| met4 | 0.010 | 0.01354 |
| met3 | 0.10 | 0.07100 |
| met5 | 0 | 0 |
| met1 | 0.38 | 0.1517 |
## kinds of logic after synthesis
logic type             count (synthesis)  share of synthesized area
flip-flops                           165                     0.7594
multiplexers                          66                     0.1944
AND/OR/NAND/NOR                       23                    0.02211
buffers and inverters                 18                    0.02032
AND-OR/OR-AND                          2                   0.002390
XOR/XNOR                               1                   0.001395
## synthesized netlist by cell type, drive strengths merged
library cell | number | area share
mux4 | 32 | 0.12
edfxtp | 128 | 0.61
nand2b | 2 | 0.0020
or2 | 1 | 0.0010
clkbuf | 3 | 0.0018
dfrtp | 37 | 0.15
xor2 | 1 | 0.0014
inv | 5 | 0.0030
o21a | 2 | 0.0024
nand4 | 1 | 0.0010
mux2 | 32 | 0.075
nand2 | 2 | 0.0012
nor4 | 16 | 0.016
mux2i | 2 | 0.0032
buf | 10 | 0.016
and2 | 1 | 0.0010
## state kept, by name (all words and copies together) (netlist names)
register  cells
reg_file    128
WREADY        1
ARREADY       1
RDATA        32
BVALID        1
AWREADY       1
RVALID        1
## layout make-up
| class | instances | share of cell area |
|---|---|---|
| Inverter | 5 | 0.002294 |
| Tap cell | 270 | 0.04130 |
| Clock inverter | 10 | 0.01774 |
| Sequential cell | 165 | 0.5831 |
| Clock buffer | 22 | 0.05675 |
| Timing Repair Buffer | 104 | 0.1196 |
| Multi-Input combinational cell | 92 | 0.1793 |
## final timing paths
kind | from | to | cells after the start | slack [ns]
max reg2reg | ARREADY | RDATA[4] | 3 | 2.50
min in group asynchronous | ARESETn | RDATA[23] | 2 | 0.63
min reg2reg | RVALID | RVALID | 1 | 0.47
max in group asynchronous | ARESETn | RDATA[4] | 2 | 3.39
min | RVALID | RVALID | 1 | 0.47
max | ARVALID | RDATA[4] | 4 | 1.92
## through the flow
step / utilization / area (um2) / hold WS (ns)
2_1_floorplan: - / 6281 / 0.4293
3_3_place_gp: 0.3718 / 7571 / 0.4634
3_5_place_dp: 0.3718 / 7571 / 0.4707
4_1_cts: 0.4017 / 8180 / 0.4770
5_1_grt: 0.4017 / 8180 / 0.4995
6_report: 0.4017 / 8180 / 0.4685
## critical path, stage by stage
cell             delay (ns)
clkdlybuf4s50_1        0.51
and2_2                 0.63
buf_4                  0.40
mux2_4                 0.33
Power is estimated from default activity; no workload was simulated.
